[config.mk]
export PLATFORM = sky130hd
export DESIGN_NAME = alarm_clock
export DESIGN_NICKNAME = alarm_clock
export VERILOG_FILES = /design/flow/design.v
export SDC_FILE = /design/flow/constraint.sdc
export NUM_CORES = 4
export LEC_CHECK = 1
export CORE_UTILIZATION = 30
[run.sh]
#!/bin/bash
# OpenROAD 26Q1-2900-gdf79404cd8, Yosys 0.63+post, stock flow scripts
make -C /OpenROAD-flow-scripts/flow DESIGN_CONFIG=/design/flow/config.mk WORK_HOME=/design/flow/orfs finish
[design.v]
module alarm_clock(
  input clk,				 
  input areset,			         
  input [1:0] hr_in_1,	    		 
  input [3:0] hr_in_0,	    		 
  input [3:0] min_in_1,	  		 
  input [3:0] min_in_0,	  		 
  input LD_alarm,		         
  input LD_time,			 
  input STOP_alarm, 		    	 
  input AL_ON,			         
  output [1:0] hr_out_1,	 	 
  output [3:0] hr_out_0,   		 
  output [3:0] min_out_1,  		 
  output [3:0] min_out_0,  		 
  output [3:0] sec_out_1,  		 
  output [3:0] sec_out_0,  		 
  output reg Alarm);		    	 
	reg [5:0] hr_temp, min_temp, sec_temp; 
	reg [1:0] hr_al_1, hr_curr_1;
	reg [3:0] hr_al_0, hr_curr_0;
	reg [3:0] min_al_1, min_curr_1;
	reg [3:0] min_al_0, min_curr_0;
	reg [3:0] sec_al_1, sec_curr_1;
	reg [3:0] sec_al_0, sec_curr_0;
	reg clk_1s;
	reg [3:0] count_1s;
	function [3:0] mod_10;
		input [5:0] number;
		begin
			mod_10 = (number >=50) ? 5 : ((number >= 40)? 4 :((number >= 30)? 3 :((number >= 20)? 2 :((number >= 10)? 1 :0))));
		end
	endfunction
	always@(posedge clk_1s,posedge areset) begin
		if(areset) begin
			hr_al_1<=2'b00;
			hr_al_0<=4'b0000;
			min_al_1<=4'b0000;
			min_al_0<=4'b0000;
			sec_al_1<=4'b0000;
			sec_al_0<=4'b0000;
			hr_temp<=6'b000000;
			min_temp<=6'b000000;
			sec_temp<=6'b000000;
		end
		else begin
			if(LD_alarm) begin
				hr_al_1<=hr_in_1;
				hr_al_0<=hr_in_0;
				min_al_1<=min_in_1;
				min_al_0<=min_in_0;
				sec_al_1<=4'b0000;
				sec_al_0<=4'b0000;
			end
			if(LD_time) begin
				hr_temp<=hr_in_1*10+hr_in_0;
				min_temp<=min_in_1*10+min_in_0;
				sec_temp<=6'b000000;
			end
			else begin
				if(sec_temp==59 & min_temp==59) begin
					hr_temp<=(hr_temp==23)?0:hr_temp+1;
					sec_temp<=0;
					min_temp<=0;
				end
				else if(sec_temp==59) begin
					min_temp<=min_temp+1;
					sec_temp<=0;
				end
				else sec_temp<=sec_temp+1;
			end
		end
	end
	always@(*) begin
		if(hr_temp>=20) hr_curr_1 = 2;
		else if(hr_temp >=10) hr_curr_1 = 1;
		else hr_curr_1 = 0;
		hr_curr_0 = hr_temp - hr_curr_1*10; 
		min_curr_1 = mod_10(min_temp); 
		min_curr_0 = min_temp - min_curr_1*10;
		sec_curr_1 = mod_10(sec_temp);
		sec_curr_0 = sec_temp - sec_curr_1*10; 
	end
	always@(posedge clk_1s,posedge areset) begin
		if(areset) Alarm<=0;
		else begin
			if({hr_curr_1,hr_curr_0,min_curr_1,min_curr_0}=={hr_al_1,hr_al_0,min_al_1,min_al_0}) begin
				if(AL_ON) Alarm<=1;
				if(STOP_alarm) Alarm<=0;
			end
		end
	end
	always@(posedge clk,posedge areset) begin
		if(areset) begin
			count_1s<=0;
			clk_1s<=0;
		end
		else begin
			count_1s<=count_1s+1;
			if(count_1s==5) begin
				clk_1s <= ~clk_1s;
				count_1s<=0;
			end
		end
	end
	assign hr_out_1 = hr_curr_1;
	assign hr_out_0 = hr_curr_0;
	assign min_out_1 = min_curr_1;
	assign min_out_0 = min_curr_0;
	assign sec_out_1 = sec_curr_1;
	assign sec_out_0 = sec_curr_0;
endmodule 
[constraint.sdc]
current_design alarm_clock

set clk_period 1.2
set clk_io_pct 0.2

create_clock -name clk0 -period $clk_period [get_ports {clk}]

set non_clock_inputs [all_inputs -no_clocks]
set_input_delay [expr $clk_period * $clk_io_pct] -clock clk0 $non_clock_inputs
set_output_delay [expr $clk_period * $clk_io_pct] -clock clk0 [all_outputs]
==> results.cfg <==
; implementation run metrics
[outcome]
status = completed

[sta]
finalMaxSlewViolations = 0
max_slew.worst_pin.slew_ps = 872
setup_viol = 0
final.min_clock_period_ps = 1110
setup-tns-final_ps = 0
post-route-period-util = 0.927
unrepaired_setup_endpoints_after_global_routing = no
slew-limit-headroom = 0.417
fmax_ghz = 0.899
endpoints_left_unconstrained = 54
worst_clock_skew_ps = 1.16
timing_hold_violations_final = 0
count_of_unclocked_register_or_latch_pins = 33

[clock_tree]
cts_setup_buffers = 0
path_clk_slew_ps = 30
worst_skew_pair.late_latency_ps = 220
maximum_number_of_buffers_from_clock_root_to_sink = 2
post_cts_resized = 0
cts_tree = yes
htreeDepth = 1
hold_fix_buffers_at_cts = 0
cts_root_buf = sky130_fd_sc_hd__clkbuf_8
cts-buffers-inserted = 3

[placed_design]
dp_hpwl_um = 4570
io_buffer_count = 40
placed_cells_incl_taps = 457
gp_congestion = 0.792

[floorplan]
chipWidth_um = 100
die_area_um2 = 10000
fp-row-count = 35
floorplan.core_util = 0.311
placeableCoreArea_um2 = 9280
die.size.y_um = 100
ioPinCount = 43

[yosys]
post_synth_top_flop = sky130_fd_sc_hd__dfrtp_1
mappedNetlistArea_um2 = 2890
netlist-cell-type-count = 52
postSynth.asyncResetShare = 1.00
post_synth_inst_count = 306
ys_seq_elements = 38
netlist.area_leader.share = 0.329
ys_cells = 306
enable_flop_cells = 0
ys_area_um2 = 2890
synth_top_cell_by_area = sky130_fd_sc_hd__dfrtp_1
ys_warn_count = 1
syn_area_per_cell_um2 = 9.44
netlist_top_cells_area = sky130_fd_sc_hd__dfrtp_1 (33%), sky130_fd_sc_hd__ha_1 (8.7%), sky130_fd_sc_hd__xnor2_1 (6.4%)
ys_seq_frac = 0.329

[power]
clock_group_share_of_total_power = 0.362
power_report.internal_total_uw = 584
switchingPower_uw = 259
seqPwrFrac = 0.207
combinationalPowerShare = 0.431
power_density_nw_per_um2 = 248
peakVddDrop_v = 0.000365
power_uw = 842
power_switching_share = 0.307
cellLeakagePower_nw = 1.43

[worst_setup_path]
critical_path.reg2reg.startpoint = count_1s[0]
max_stage_delay_cell_worst_path = sky130_fd_sc_hd__dfrtp_1
register_to_register_setup_slack_ps = 90
critical_path.startpoint_type = register
r2r_end = clk_1s
critical_path.max_stage_delay_ps = 410
cp.required_ps = 1340
path_max_fanout = 5
crit_path_cell_trace = inv_1 > nor4b_1 > xor2_1
critical_path_class = reg2reg
cp.arrival_ps = 1250
number_of_cell_instances_on_the_worst_register_to_register_path = 3
cp-end-kind = register

[global_route]
grt.total_usage = 0.128
antenna_found_initial = 0
sum_of_overflow_across_all_layers_after_global_routing = 0
first_global_vias = 2017
grt_first_pass_wirelength_um = 10200
grt_max_degree = 34

[cells_and_area]
post_route_cells_drive_above_1_share = 0.0783
layout_top_cell_excl_fill_tap = sky130_fd_sc_hd__clkdlybuf4s50_1
final-instance-count-excl-fill = 461
final_layout_top_logic_cells = sky130_fd_sc_hd__clkdlybuf4s50_1 (40), sky130_fd_sc_hd__dfrtp_1 (38), sky130_fd_sc_hd__inv_1 (27)
areaGrowthSynthToFinish_pct = 17.8

[hold_path]
worstHoldPathType = in2async

[run]
drv_cap = 0
warning_count = 33

[route]
diodes = 0
routed_wire_length_per_instance_um = 13.0
vias = 2204
antenna_violating_nets_post_route = 0
routed_wl_um = 5990
first_iter_violations = 103
drt_drc_violations_left = 0
drt_pass1_iterations = 4
avgViaCountPerCell = 4.78
## kinds of logic (layout without fill, tap and decap cells)
group / Yosys count / count (layout) / share of synthesized area
flip-flops: 38 / 38 / 0.329
multiplexers: 18 / 18 / 0.0693
XOR/XNOR: 31 / 31 / 0.0940
buffers and inverters: 48 / 73 / 0.0741
AND/OR/NAND/NOR: 80 / 80 / 0.156
adder cells (fa/ha/maj): 25 / 25 / 0.121
other: 1 / 2 / 0.00130
AND-OR/OR-AND: 65 / 65 / 0.154
## cell usage after synthesis, types with 2 or more instances
master                     instances
sky130_fd_sc_hd__xor2_1           10
sky130_fd_sc_hd__nand4_1           2
sky130_fd_sc_hd__nor2_1           21
sky130_fd_sc_hd__a221o_1           2
sky130_fd_sc_hd__o22ai_1           2
sky130_fd_sc_hd__buf_4             9
sky130_fd_sc_hd__o21bai_1          3
sky130_fd_sc_hd__a41o_1            3
sky130_fd_sc_hd__nor2b_1          12
sky130_fd_sc_hd__nor3b_1           2
sky130_fd_sc_hd__dfrtp_1          38
sky130_fd_sc_hd__inv_1            27
sky130_fd_sc_hd__mux2i_1           2
sky130_fd_sc_hd__a21oi_1          11
sky130_fd_sc_hd__a21o_1            2
sky130_fd_sc_hd__nand3_1           8
sky130_fd_sc_hd__mux2_2           16
sky130_fd_sc_hd__o21a_1            3
sky130_fd_sc_hd__clkbuf_1         11
sky130_fd_sc_hd__nand2_1          13
sky130_fd_sc_hd__fa_1              5
sky130_fd_sc_hd__nor3_1            6
sky130_fd_sc_hd__o21ai_0          25
sky130_fd_sc_hd__nor4_1            3
sky130_fd_sc_hd__nand2b_1          3
sky130_fd_sc_hd__ha_1             20
sky130_fd_sc_hd__a41oi_1           2
sky130_fd_sc_hd__xnor2_1          21
## how the worst max path moves through the flow
stage          startpoint  endpoint  slack [ps]  cells past startpoint
CTS           count_1s[0]    clk_1s          80                      3
global route  count_1s[0]    clk_1s          50                      3
finish        count_1s[0]    clk_1s          90                      3
## per-layer routing
metal | part of all wire | vias to the layer above | track usage
met5 | 0 | - | 0
met1 | 0.52 | 1044 | 0.209
met3 | 0.032 | 2 | 0.00708
met4 | 0.010 | 0 | 0.0145
met2 | 0.44 | 45 | 0.198
li1 | - | 1113 | -
## sequential cells by signal, summed over array words and instances, names as in the netlist
signal    flops
Alarm         1
clk_1s        1
count_1s      4
hr_al_0       4
hr_al_1       2
hr_temp       6
min_al_0      4
min_al_1      4
min_temp      6
sec_temp      6
## worst max-delay path, delay by kind of cell (launching register included)
family / cells / cell delay (ps)
and+or+nand+nor: 1 / 350
buffers and inverters: 1 / 90
xor gates and xnor gates: 1 / 190
DFF: 1 / 410
## power groups by stage
stage | Clock [mW] | Combinational [mW] | Sequential (mW)
after CTS | 0.313 | 0.371 | 0.175
after global routing | 0.326 | 0.411 | 0.175
final | 0.305 | 0.363 | 0.175
## final cells by class
class | instances | area (um^2)
Clock buffer | 4 | 45.0
Fill cell | 948 | 5880
Inverter | 27 | 101
Multi-Input combinational cell | 221 | 1730
Sequential cell | 38 | 951
Tap cell | 129 | 161
Timing Repair Buffer | 42 | 415
## stage by stage
stage          hold slack [ps]   util  setup WS, ps  area [um^2]
3_5_place_dp               458  0.361           104         3360
3_3_place_gp               453  0.361           133         3360
6_report                   222  0.366          87.6         3400
2_1_floorplan              432      -          99.1         2890
5_1_grt                    267  0.366          45.8         3400
4_1_cts                    227  0.366          77.9         3400
Power figures rest on the tool's default switching activity, not on a simulated workload.
