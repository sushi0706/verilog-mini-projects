==> flow/design.v <==
module fa(
	input x,
	input y,
	input cin,
	output sum,
	output cout
	);
	assign sum=(x ^ y ^ cin);
	assign cout=((x & y) | ((x ^ y) & cin));
endmodule
module adder(
	input [7:0] a,
	input [7:0] b,
	output [7:0] sum
	);
	wire [7:0] carry;
	genvar i;
	fa add1(a[0],b[0],1'b0,sum[0],carry[0]);
	generate for(i=1;i<8;i=i+1)
		begin : fa_lb
			fa add(a[i],b[i],carry[i-1],sum[i],carry[i]);
		end
	endgenerate
endmodule
module booth_sub(
	input signed [7:0] m,
	input signed [7:0] q,
	input signed [7:0] acc,
	input q0,
	output reg signed [7:0] q_out,
	output reg signed [7:0] acc_out,
	output reg q0_out
	);
	wire [7:0] sum,diff;
	adder add(m,acc,sum);
	adder sub((8'd0-m),acc,diff);
	always@(*) begin
		if(q[0]==q0) begin
			{acc_out,q_out,q0_out}={acc[7],acc,q};
		end
		else if(q[0]==0 && q0==1) begin
			{acc_out,q_out,q0_out}={sum[7],sum,q};
		end
		else begin
			{acc_out,q_out,q0_out}={diff[7],diff,q};
		end
	end
endmodule
module booth_mul(
	input signed [7:0] a,
	input signed [7:0] b,
	output signed [15:0] out
	);
	wire signed [7:0] acc[7:1];
	wire signed [7:0] q[7:1];
	wire [8:1] q0;
	genvar i;
	booth_sub sub1(a,b,8'd0,1'b0,q[1],acc[1],q0[1]);
	booth_sub sub2(a,q[1],acc[1],q0[1],q[2],acc[2],q0[2]);
	booth_sub sub3(a,q[2],acc[2],q0[2],q[3],acc[3],q0[3]);
	booth_sub sub4(a,q[3],acc[3],q0[3],q[4],acc[4],q0[4]);
	booth_sub sub5(a,q[4],acc[4],q0[4],q[5],acc[5],q0[5]);
	booth_sub sub6(a,q[5],acc[5],q0[5],q[6],acc[6],q0[6]);
	booth_sub sub7(a,q[6],acc[6],q0[6],q[7],acc[7],q0[7]);
	booth_sub sub8(a,q[7],acc[7],q0[7],out[7:0],out[15:8],q0[8]);
endmodule 
==> flow/run.sh <==
#!/bin/bash
# OpenROAD 26Q1-2900-gdf79404cd8, Yosys 0.63+post, stock flow scripts
make -C /OpenROAD-flow-scripts/flow DESIGN_CONFIG=/design/flow/config.mk WORK_HOME=/design/flow/orfs finish
==> flow/config.mk <==
export PLATFORM = sky130hd
export DESIGN_NAME = booth_mul
export DESIGN_NICKNAME = booth_mul
export VERILOG_FILES = /design/flow/design.v
export SDC_FILE = /design/flow/constraint.sdc
export NUM_CORES = 4
export LEC_CHECK = 1
export CORE_UTILIZATION = 30
==> flow/constraint.sdc <==
current_design booth_mul

set clk_period 31.8
set clk_io_pct 0.2

create_clock -name clk0 -period $clk_period

set non_clock_inputs [all_inputs -no_clocks]
set_input_delay [expr $clk_period * $clk_io_pct] -clock clk0 $non_clock_inputs
set_output_delay [expr $clk_period * $clk_io_pct] -clock clk0 [all_outputs]
==> results.py <==
# Generated from Yosys and OpenROAD reports
metrics = {
    "yosys": {
        "adder_share_pct": 47.63,
        "synth_area_sq_um": 3899,
        "mux_share_pct": 6.386,
        "ys_chip_area_sq_um": 3899,
        "synth-xor-area-share_pct": 6.836,
        "syn_inst": 452,
        "area_leaders": "fa_1, inv_1, nor2_1",
        "yosys_warnings": 2,
        "avgSynthCellArea_sq_um": 8.626,
        "synth_seq_share_pct": 0,
        "top_area_cell": "fa_1",
        "compound_area_share_pct": 15.69,
        "synth.logic.top_family": "adder cells",
        "ys_top_cells_by_count": "inv_1, fa_1, nor2_1, a21oi_1, nand2_1",
        "yosys_cells": 452,
        "synth.cellmix.simpleShare_pct": 11.71,
        "top_area_share_pct": 43.13,
        "ys_types": 52,
        "top_cell": "inv_1",
    },
    "final_timing": {
        "period_minus_slack_ns": 27.64,
        "setup_viol": 0,
        "finalClockPeriodUsage_pct": 86.91,
        "slew_violations": 0,
        "whs_ns": 13.87,
        "tns_ns": 0,
        "worstMarginPinSlew_ns": 0.9079,
        "clock.fmax_ghz": 0.03618,
        "rsz0062_at_grt": "no",
        "hold_violations": 0,
        "relSlewSlack_pct": 38.68,
    },
    "worst_setup_path": {
        "arrival_ns": 21.28,
        "slowest_delay_ns": 0.58,
        "criticalPathCategory": "in -> out",
        "crit_required_ns": 25.44,
        "cpMostUsedCell": "fa_1",
        "critPathTopFamily": "adder cells",
        "critPathLaunchType": "primary input",
        "path_buffers": 12,
        "cpMaxStageDelayCell": "clkdlybuf4s50_1",
        "endpoint": "out[15]",
        "cp_max_fo": 7,
        "end_kind": "output port",
        "path_depth": 57,
        "crit_start": "a[1]",
    },
    "finish": {
        "seq_area_sq_um": 0,
        "syn2layout_area_growth_pct": 12.10,
        "final_cells": 638,
        "drive_above_1_share_pct": 6.438,
        "fin_area_sq_um": 4370,
        "seq_cells": 0,
        "fillers": 1269,
        "num-clock-buffers": 0,
    },
    "pwr": {
        "seqPwrFrac_pct": 0,
        "leakage_nw": 1.971,
        "p_total_w": 0.0003463,
        "pwr-share-comb_pct": 100.0,
        "power.internal_w": 0.0001713,
        "p_sw_w": 0.0001750,
        "pwr_density_cell_nw_per_um2": 79.23,
        "netSwitchingFraction_pct": 50.53,
        "ir_drop_mv": 0.02723,
        "clockPowerShare_pct": 0,
    },
    "global_routing": {
        "grt_pass1_wl_um": 14350,
        "grt_max_degree": 18,
        "grt_overflow": 0,
        "grt_usage_pct": 14.12,
        "grt_pass1_vias": 2995,
        "antenna_found_initial": 0,
    },
    "routing": {
        "diodes": 0,
        "post_drt_wl_per_cell_um": 13.20,
        "drtPass1Iterations": 4,
        "via_count": 2993,
        "drc": 0,
        "vias_per_cell": 4.691,
        "drt_iter0_drc": 148,
        "totalWireLength_um": 8423,
        "detail-route-antenna-nets": 0,
    },
    "placement": {
        "placed_area_sq_um": 4370,
        "port_buffers": 32,
        "hpwlAfterDp_um": 7599,
        "dp.cells": 638,
        "gp_congestion": 0.8853,
    },
    "die": {
        "io_pins": 32,
        "chipArea_sq_um": 13460,
        "fp_util_pct": 30.77,
        "num_rows": 41,
        "coreArea_sq_um": 12670,
        "die-height_um": 116,
        "fp.dieW_um": 116,
    },
    "status": {
        "status": "complete, no violations",
    },
    "run": {
        "drv_cap": 0,
        "warning_count": 32,
    },
    "clocking": {
        "hold_buffers": 0,
        "post-cts-setup-buffers": 0,
        "post_cts_resized": 0,
    },
    "hold_path": {
        "hp-class": "in -> out",
    },
}
## cells by family after synthesis
group	count (synthesis)
compound gates	92
buf+inv	119
xor+xnor	20
mux	24
fa+ha+maj	98
simple gates	99
## power by group through the flow
| stage | logic, W | clock network (W) | registers [W] |
|---|---|---|---|
| after CTS | 0.000356 | 0 | 0 |
| after global routing | 0.000411 | 0 | 0 |
| final | 0.000346 | 0 | 0 |
## worst min-delay path by stage
stage         cells after the start  slack [ns]  from  endpoint
CTS                               4       13.88  a[1]    out[1]
global route                      4       13.94  a[1]    out[1]
finish                            4       13.87  a[1]    out[1]
## cell usage in the layout (no fill, tap or decap), types with 14 or more instances in the layout
cell	count
a211oi_1	18
a21oi_1	31
clkdlybuf4s50_1	32
fa_1	84
ha_1	14
inv_1	95
mux2i_1	17
nand2_1	21
nor2_1	53
o21ai_0	14
## cell type report
| cell class | count | area [sq um] | area share [%] |
|---|---|---|---|
| multi-input combinational | 333 | 3441 | 78.73 |
| inverter | 97 | 364.1 | 8.331 |
| timing repair buffer | 36 | 350.3 | 8.016 |
| tap | 172 | 215.2 | 4.924 |
## tightest hold or removal path: stages
cell             delay [ns]
clkdlybuf4s50_1        0.51
mux2i_1                0.16
o21ai_0                0.08
clkdlybuf4s50_1        0.39
## through the flow
stage | utilization [%] | worst slack (ns)
5_1_grt | 34.49 | 3.096
2_1_floorplan | - | 6.087
3_5_place_dp | 34.49 | 4.062
6_report | 34.49 | 4.162
4_1_cts | 34.49 | 3.999
3_3_place_gp | 34.49 | 4.244
## per-layer routing
layer	vias to the layer above	routed length, um	GRT usage, %
met1	1450	3894	19.86
met4	0	0	0
met5	-	0	0
met3	0	420	3.570
met2	65	4109	24.09
li1	1478	-	-
Power and IR drop assume default switching activity.
