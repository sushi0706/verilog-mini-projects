`/design/flow/run.sh`:
```
#!/bin/bash
# OpenROAD 26Q1-2900-gdf79404cd8, Yosys 0.63+post, stock flow scripts
make -C /OpenROAD-flow-scripts/flow DESIGN_CONFIG=/design/flow/config.mk WORK_HOME=/design/flow/orfs finish
```
`/design/flow/config.mk`:
```
export PLATFORM = sky130hd
export DESIGN_NAME = voting_machine
export DESIGN_NICKNAME = voting_machine
export VERILOG_FILES = /design/flow/design.v
export SDC_FILE = /design/flow/constraint.sdc
export NUM_CORES = 4
export LEC_CHECK = 1
export CORE_UTILIZATION = 30
```
`/design/flow/constraint.sdc`:
```
current_design voting_machine

set clk_period 2.0
set clk_io_pct 0.2

create_clock -name clk0 -period $clk_period [get_ports {clk}]

set non_clock_inputs [all_inputs -no_clocks]
set_input_delay [expr $clk_period * $clk_io_pct] -clock clk0 $non_clock_inputs
set_output_delay [expr $clk_period * $clk_io_pct] -clock clk0 [all_outputs]
```
`/design/flow/design.v`:
```
module voting_machine(
	 input clk,
	 input reset,
	 input [1:0] mode,
	 input in_candidate_1,
	 input in_candidate_2,
	 input in_candidate_3,
	 output [7:0] count_candidate_1,
	 output [7:0] count_candidate_2,
	 output [7:0] count_candidate_3,
	 output candidate_1,
	 output candidate_2,
	 output candidate_3
);
	parameter IDLE=2'b00, CAST_VOTE=2'b01, TALLY_VOTE=2'b10;
	reg [1:0] state, next_state;
	reg [7:0] vote_1, vote_2, vote_3;
	always@(*) begin
		case(state) 
			IDLE: begin
				if(mode==2'b01) next_state=CAST_VOTE;
				else if(mode==2'b10) next_state=TALLY_VOTE;
				else next_state=IDLE;
			end
			CAST_VOTE: next_state=IDLE;
			TALLY_VOTE: next_state=IDLE;
			default:next_state=IDLE;
		endcase
	end 
	always@(posedge clk) begin
		if(reset)begin
			state<=IDLE;
		end
		else state<=next_state;
	end 
	always@(posedge clk) begin
		if(reset) begin
			vote_1<=8'd0;
			vote_2<=8'd0;
			vote_3<=8'd0;
		end
		else begin
			vote_1<=vote_1+in_candidate_1;
			vote_2<=vote_2+in_candidate_2;
			vote_3<=vote_3+in_candidate_3;
		end
	end 
	assign candidate_1 = in_candidate_1;
	assign candidate_2 = in_candidate_2;
	assign candidate_3 = in_candidate_3;
	assign count_candidate_1 = (state==TALLY_VOTE) ? vote_1 : 8'd0;
	assign count_candidate_2 = (state==TALLY_VOTE) ? vote_2 : 8'd0;
	assign count_candidate_3 = (state==TALLY_VOTE) ? vote_3 : 8'd0;
endmodule 
```
==> deck_impl_summary.md <==
Synthesis and Place & Route Summary

Clock network
  – Reg clk slew, reported paths: around 0.09 ns
  – CTS Buf Count: 3
  – Hold buffer count at CTS: 0
  – Number of H-tree levels: 1
  – CTS tree: done
  – CTS Sinks: 27
  – Clk Latency, worst-skew pair: about 0.27 ns
  – Post-CTS Setup Bufs: 0
  – CTS Buffer Depth: 2
  – Post_cts resized: 1
  – Root buf cell: clkbuf_8

Timing
  – Final min period: ~1.9 ns
  – Worst-margin pin slew: 0.341 ns
  – Cycle use final: 0.935
  – RSZ-0062 raised after global routing: no
  – Max frequency: ~0.53 GHz
  – Post-route setup TNS: 0 ns
  – Max-slew violations: 0
  – Setup Skew: 0.00278 ns
  – # setup viols final: 0
  – Final Hold Viols: 0
  – Slew headroom: 0.773

Finish
  – Final Cell Area: about 1700 um^2
  – Logic area: around 680 um^2
  – Top cell excl fill/tap: clkdlybuf4s50_1
  – Proportion of layout cells with a drive suffix above 1: 0.0636
  – # fillers: a little under 400
  – Most frequent cells in the layout: clkdlybuf4s50_1 (33), dfxtp_1 (26), and2_1 (24)
  – Area Growth Syn to Fin: 33.1%
  – Flop area: approximately 540 um^2

Yosys
  – Leading area contributor after synthesis: dfxtp_1
  – Seq share, synth: 0.428
  – Post-synth cell types: 26
  – Yosys stat cell total: between 100 and 150
  – Ys Warns: 1
  – Top cell area share: 0.428
  – Avg Inst Size Synth: 8.96 um^2
  – Post-synth regs: 27
  – Netlist Area Pre-Place: between 1000 and 1500 um^2
  – YS chip area: between 1000 and 1500 um^2
  – Post-synthesis cell count: approximately 140
  – Top cells by area, synth: dfxtp_1 (43%), and2_1 (12%), ha_1 (5.9%)

Min path
  – Hold depth: 1
  – Hold Path Origin: state[2]$_DFF_P_
  – Hold Path Sink: state[0]$_DFF_P_
  – Hold Path Class: register to register

Routing
  – Routed wl met2: around 1100 um
  – Antenna diode count: 0
  – Routed Antenna Nets: 0
  – Top sig layer: met4
  – 1st-iter DRT viols: 29
  – Vias per Instance: ~4.6
  – Routed via count: between 1000 and 1500
  – First-pass DRT Iterations: 4
  – M1 WL: between 1000 and 1500 um
  – WL/cell: 11.0 um
  – DRC violations left: 0
  – Met3 WL: approximately 86 um
  – Drt total wl: between 2000 and 2500 um

Worst setup path
  – Flop2flop setup slack: 0.64 ns
  – Crit-path max FO: 25
  – Worst setup path category: register to output port
  – Reg2Reg Launch Point: vote_2[0]$_SDFF_PP0_
  – Worst R2R Path Depth: 5
  – Critical path startpoint category: register
  – Worst R2R End: vote_2[6]$_SDFF_PP0_
  – Critical Path RT: 1.60 ns
  – CP arrival: 1.47 ns
  – Worst Setup End Kind: output port

Global routing
  – Largest net degree at the start of global routing: 26
  – Overall Global Routing Usage: 0.123
  – Global-route wire length before repair: about 4300 um
  – Vias in the first global route: ~960
  – Grt ovf: 0
  – Initial antenna violation count: 0

Floorplanning
  – DIE HEIGHT: ~67 um
  – Io pins: 34
  – Core ar.: around 4000 um^2
  – Total Die Area: approximately 4500 um^2
  – Init Core Util: 0.314
  – FP Rows: 23
  – Die Wd: between 60 and 70 um

Place
  – Dpl hpwl: 1740 um
  – GP Congestion: roughly 0.88
  – Placed cell area: roughly 1600 um^2
  – IO buf count: 33

Run
  – OpenROAD warning count: 25
  – Max Cap Viol: 0

Power
  – Pwr/cell area: ~560 nW/um^2
  – Leakage: 0.624 nW
  – Worst vdd ir: approximately 0.39 mV

Run status
  – Status: complete, no violations
## cell type report
class	count	share of cell area
Sequential cell	27	0.322
Inverter	1	0.00223
Clock buffer	4	0.0268
Multi-Input combinational cell	105	0.402
Timing Repair Buffer	36	0.210
Tap cell	50	0.0372
## per-stage QoR
| stage | std cells | hold slack (ns) | setup WS [ns] | total power, W | utilization |
|---|---|---|---|---|---|
| final | 223 | 0.435 | 0.131 | 0.000946 | 0.417 |
| after global routing | 223 | 0.461 | 0.0375 | 0.00101 | 0.417 |
| after CTS | 223 | 0.441 | 0.104 | 0.000963 | 0.417 |
| after detailed placement | 219 | 0.421 | 0.0740 | 0.000653 | 0.406 |
| after global placement | 219 | 0.406 | 0.117 | 0.000652 | 0.406 |
| after floorplan | 141 | 0.391 | 0.627 | 0.000618 | - |
## registers in the layout, summed over array words and instances, names as in the netlist
name and cells:
state 3, vote_1 8, vote_2 8, vote_3 8
## layer usage
metal	global-route usage	vias up
li1	-	537
met1	0.172	472
met2	0.202	20
met3	0.0278	2
met4	0.00798	0
met5	0	-
## critical path, stage by stage, from the launching register on
cell	delay [ns]
dfxtp_2	0.54
and2_1	0.20
clkdlybuf4s50_1	0.46
## worst max-delay path by stage
| stage | start | to | slack [ns] |
|---|---|---|---|
| 6_report | state[1]$_DFF_P_ | count_candidate_1[2] | 0.13 |
| 5_1_grt | state[1]$_DFF_P_ | count_candidate_1[6] | 0.04 |
| 4_1_cts | state[1]$_DFF_P_ | count_candidate_1[2] | 0.10 |
## cells by family after synthesis
group,synth area share
buffers and inverters,0.0376
adder cells (fa/ha/maj),0.0594
XOR/XNOR,0.0693
AND-OR/OR-AND,0.0663
AND/OR/NAND/NOR,0.331
multiplexers,0.00891
flip-flops,0.428
## cell usage after synthesis, drive strengths merged
cell / number
a21oi: 8
a31o: 1
and2: 25
and3: 1
buf: 6
clkbuf: 2
dfxtp: 27
ha: 6
inv: 1
mux2: 1
nand2: 3
nand2b: 1
nand3: 11
nand4: 3
nor2: 11
nor2b: 7
nor4bb: 2
o21ai: 7
or3: 7
or4: 1
xnor2: 4
xor2: 6
## where the power goes
part | total (W) | switching, W | internal, W
clock network | 0.000306 | 0.000163 | 0.000143
registers | 0.000570 | 0.0000162 | 0.000554
logic | 0.0000702 | 0.0000265 | 0.0000437
total | 0.000946 | 0.000206 | 0.000740
Power is estimated from default activity; no workload was simulated.
